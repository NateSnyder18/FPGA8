===== design/flow/config.mk =====
export PLATFORM = sky130hd
export DESIGN_NAME = Bin2BCD
export DESIGN_NICKNAME = Bin2BCD
export VERILOG_FILES = /design/flow/design.v
export SDC_FILE = /design/flow/constraint.sdc
export NUM_CORES = 4
export LEC_CHECK = 1
export CORE_UTILIZATION = 40

===== design/flow/constraint.sdc =====
current_design Bin2BCD

set clk_period 3.5
set clk_io_pct 0.2

create_clock -name clk0 -period $clk_period [get_ports {clk}]

set non_clock_inputs [all_inputs -no_clocks]
set_input_delay [expr $clk_period * $clk_io_pct] -clock clk0 $non_clock_inputs
set_output_delay [expr $clk_period * $clk_io_pct] -clock clk0 [all_outputs]

===== design/flow/design.v =====
module Bin2BCD(input [11:0] bin, input clk, input en, output [15:0] bcd, output rdy);
    reg [27:0] bcd_data;
    reg [2:0] state;
    reg result_rdy;
    reg [3:0] counter = 4'b00000;
    reg busy = 0;
    parameter IDLE = 3'b000;
    parameter SETUP = 3'b001;
    parameter ADD = 3'b010;
    parameter SHIFT = 3'b011;
    parameter DONE = 3'b100;
    always @ (posedge clk) begin
        if (en) begin
            if (~busy) begin
                bcd_data <= {16'b0, bin};
                state <= SETUP;
            end
        end
        case(state)
            IDLE:
                begin
                    result_rdy <= 0;
                    busy <= 0;
                end
            SETUP:
                begin
                    result_rdy <= 0;
                    busy <= 1;
                    state <= SHIFT;
                end
            ADD:
                begin
                    busy <= 1;
                    if (bcd_data[15:12] > 4)
                        bcd_data[27:12] <= bcd_data[27:12] + 3;
                    if (bcd_data[19:16] > 4)
                        bcd_data[27:16] <= bcd_data[27:16] + 3;
                    if (bcd_data[23:20] > 4)
                        bcd_data[27:20] <= bcd_data[27:20] + 3;
                    if (bcd_data[27:24] > 4)
                        bcd_data[27:24] <= bcd_data[27:24] + 3;
                    state <= SHIFT;
                end
            SHIFT:
                begin
                    busy <= 1;
                    if (counter == 4'b1011)begin
                        state <= DONE;
                        counter <= 4'b0000;
                        bcd_data <= bcd_data << 1;
                    end
                    else begin
                        state <= ADD;
                        counter <= counter + 1;
                        bcd_data <= bcd_data << 1;
                    end
                end
            DONE:
                begin
                    result_rdy <= 1;
                    state <= IDLE;
                end
        endcase
    end
    assign bcd = bcd_data[27:12];
    assign rdy = result_rdy;
endmodule

===== design/flow/run.sh =====
#!/bin/bash
# OpenROAD 26Q1-2900-gdf79404cd8, Yosys 0.63+post, stock flow scripts
make -C /OpenROAD-flow-scripts/flow DESIGN_CONFIG=/design/flow/config.mk WORK_HOME=/design/flow/orfs finish

==> results.txt <==
The full implementation flow was run.

By instance count after routing, the leading logic cell types are nand2_1 (44), o21ai_0 (30), clkdlybuf4s50_1 (30). Per the CTS log, the maximum H-tree level is 2. Setup repair after global routing left no endpoint under its margin. Derived from the worst setup path, the maximum achievable clock frequency is 0.444 GHz. The initial antenna violation count stands at 0. The relative slew slack stands at about 50%. Note that the worst hold path type here is reg -> reg. The final worst clock skew stands at 5.40 ps. The fraction of the cycle the final worst path needs stands at ~64%.

Of all nets on the critical path, the largest fanout is 10. The final layout reports a setup TNS of 0 ps. According to the Yosys statistics, the synthesized design has a chip area of between 0.002 and 0.0025 mm². The sequential cell area fraction in the yosys report stands at around two fifths. In the synthesized netlist the async set-or-reset flop fraction comes to 0%. Detailed-route iteration 0 reported a violation count of between 100 and 150. Using the TritonRoute via totals, the vias-per-cell ratio works out to between 5 and 6. Before any placement, the netlist area is recorded as roughly 0.0024 mm².

In this run the core area contains 28 standard-cell rows. The flow measured a signed area growth from synthesis to layout of 13.5%. The layer flagged by global routing as most heavily used is met1. Counting flops and latches in the post-synthesis netlist gives 39. The wire length per cell after detailed routing stands at between 10 and 15 µm.

The remaining antenna violation count after routing stands at 0. The die outline area stands at approximately 0.0064 mm². After detailed routing, the number of remaining DRC violations is 0. STA classifies the critical path startpoint as a flop. The hold path depth stands at 1. Before CTS, the worst setup slack after placement is around 950 ps. Global routing used between 10% and 20% of the available tracks. The vias after detailed routing stands at approximately 2.0k.

The count of maximum capacitance violations stands at 0. The required time at the endpoint of the critical path stands at 3680 ps. The synthesized netlist contains 50 unique library cells. The clock insertion delay at the later pin of the skew report stands at around 290 ps. The total I/O pin count stands at 31. The tree is rooted in a clkbuf_8. Looking at the setup timing report, the critical path kind is reg -> reg. The met1 track demand over resource stands at a little over 30%. The global routing usage on met2 stands at approximately a quarter. The via count of the first global-routing pass stands at roughly 1.8k. The transition time at the pin with the least slew margin stands at between 700 and 800 ps. The worst register-to-register path has a depth of 7. Per the post-synthesis report, the number of cells in the design is ~290. The number of clock sinks came to 39. Routing resource usage on met3 recorded by global route was about 2.5%. STA lists the startpoint of the worst register-to-register path as bcd_data[20]$_DFF_P_. The endpoint of the worst hold path is reported as state[0]$_DFF_P_.

The standard cell core area stands at ~0.006 mm². The shortest clock period the worst path allows after layout stands at roughly 2300 ps. Leaving out fill and tap cells, the most frequent cell in the layout is nand2_1. The chip height stands at roughly 80 µm. The final max-slew violation count recorded for this run is 0. The run finished with clean final reports.

At the worst endpoint, the arrival time is ~2400 ps. The synth_stat.txt file lists the number of cells as around 290. The final HPWL from detailed placement stands at approximately 3500 µm. The first global-routing pass estimated around 9000 µm of wire.

The worst path setup slack after routing stands at 1250 ps. The die boundary width stands at 80.2 µm. In this run the register-to-register setup slack is around 1200 ps.

The number of clock buffers inserted by TritonCTS stands at 5. The number of hold-slack violations in the final timing report stands at 0. The fraction of post-synthesis cell area in the top cell type by area stands at 20.9%. Looking at the clock tree report, the maximum root-to-sink buffer count equals 2. Looking at the VDD voltage map, the peak drop is 0.000180 V. On the worst path, the slowest cell contributes a delay of between 500 and 600 ps. The synthesized design spends more area on one cell type than any other, namely edfxtp_1.

The number of warnings issued by yosys stands at 1. After clock tree synthesis, the repair step resized 0 gates. For the worst reg-to-reg path, the endpoint reported by OpenROAD is bcd_data[24]$_DFF_P_. The commonest register cell is dfxtp_1. The count of inserted antenna diode cells stands at 0. The count of buffers inserted at the top-level ports stands at 30. Yosys mapped a number of flops with a built-in enable equal to 17. In the post-synthesis netlist, the biggest area contributors are edfxtp_1 (21%), dfxtp_1 (18%), nand2_1 (6.8%), o21ai_0 (6.1%), ha_1 (5.6%). The final setup violation count stands at 0. STA classifies the critical path endpoint as a flop. The initial core utilization stands at between 40% and 50%. In this run the most critical hold path is launched from state[1]$_DFF_P_. The final global-route overflow total stands at 0.

The wire length recorded after detailed routing is 5220 µm. The signal on the critical path passes through inv_1 > ha_1 > inv_1 > a21oi_1 > nand3_1 > a41o_1 > a221o_1. The power density of the placed cells stands at around 340 mW/mm². For this design, the slowest cell found on the critical path is a21oi_1.

Entering global routing, the biggest net connects 33 pins. The global placement routability congestion stands at 0.827. The power report puts the leakage power at approximately 1.0 nW. Per STA, the library cell used most along the worst path is inv_1. The registers of the reported paths see a clock transition of around 80 ps.

TritonCTS built the clock tree. The post-cts hold buffer count stands at 0. The number of logged tool warnings stands at 31. The fraction of final layout cells with drive strength greater than 1 stands at 6.02%. The post-CTS setup-driven buffer insertion count stands at 0. The pre-antenna-repair detailed-routing pass consisted of 4 iterations. Dividing the synthesized area by the synthesized cell count gives about 8.4 µm².
==> worst max path at each step <==
| stage | from | to | cells past startpoint |
|---|---|---|---|
| global route | bcd_data[20]$_DFF_P_ | bcd_data[24]$_DFF_P_ | 7 |
| finish | bcd_data[20]$_DFF_P_ | bcd_data[24]$_DFF_P_ | 7 |
| CTS | en | bcd_data[24]$_DFF_P_ | 7 |
==> cell families after synthesis <==
kind of cell               count (synthesis)  share of synthesized area (%)
AOI/OAI and AO/OA                         81                           21.7
and+or+nand+nor                          104                           20.9
xor gates and xnor gates                   2                          0.716
buffers and inverters                     52                           10.9
adders and majority gates                 11                           5.63
muxes                                      3                           1.28
DFF                                       39                           38.9
==> cell usage after synthesis (all sizes together), types with 2 or more instances <==
cell and number:
clkbuf 11, or2 2, a21oi 13, dfxtp 22, nor3 2, o31ai 4, a221o 4, o221ai 5
a22oi 2, buf 24, a31oi 2, mux2i 2, o31a 2, ha 11, a21o 2, edfxtp 17
nand3 9, a211oi 2, inv 17, nor2b 5, nor4 3, o21ai 31, xnor2 2, and2 4
or3 4, o2111ai 5, or4 2, o311ai 2, nor3b 2, nand2 44, nor2 18, nand2b 5
==> final cells by class <==
type	instances	area [µm²]
fillers	572	3140
multi-input cells	201	1230
flip-flops and latches	39	951
repair buffers	34	330
well taps	75	93.8
clock buffers	6	72.6
inverters	17	63.8
clock inverters	2	37.5
==> registers in the layout (all words and copies together) (netlist names) <==
signal / count
counter: 4
busy: 1
state: 5
bcd_data: 28
result_rdy: 1
==> metrics by stage <==
step                      power [mW]  util, %  instance area (µm²)  std cells  hold WS [ps]
after floorplan                0.550        -                 2450        292           414
after global placement         0.578     45.0                 2670        366           451
after detailed placement       0.577     45.0                 2670        366           445
after CTS                      0.954     46.9                 2780        374           466
after global routing           0.987     46.9                 2780        374           508
final                          0.943     46.9                 2780        374           457
==> critical path: cells and delay by family, from the launching register on <==
family	cells	cell delay, ps
compound gates	3	1060
fa+ha+maj	1	220
buf+inv	2	220
flops	1	430
simple gates	1	220
==> routing by layer <==
layer  vias up  part of all wire, %  wire (µm)
met4         0                  1.7         87
met1       901                   53       2750
met2        51                   42       2170
li1       1040                    -          -
met3         9                  4.0        211
met5         -                    0          0
==> power by group <==
group | total (mW) | internal, mW | switching (mW)
Combinational | 0.0716 | 0.0435 | 0.0280
Clock | 0.375 | 0.213 | 0.163
Sequential | 0.496 | 0.478 | 0.0183
Total | 0.943 | 0.734 | 0.209
Power is estimated from default activity; no workload was simulated.
