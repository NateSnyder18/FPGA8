==> flow/design.v <==
module up_counter(input en, input clk, output [11:0] bin_cnt, output done);
   reg [11:0] bin;
   reg rdy;
   initial begin
       bin <= 12'b0;
   end
   always@(posedge clk)
       begin
           rdy <= 1'b0;
           if(en)begin
               bin <= bin + 1;
               rdy <= 1'b1;
           end
       end
   assign bin_cnt = bin;
   assign done = rdy;
endmodule
==> flow/run.sh <==
#!/bin/bash
# OpenROAD 26Q1-2900-gdf79404cd8, Yosys 0.63+post, stock flow scripts
make -C /OpenROAD-flow-scripts/flow DESIGN_CONFIG=/design/flow/config.mk WORK_HOME=/design/flow/orfs finish
==> flow/config.mk <==
export PLATFORM = sky130hd
export DESIGN_NAME = up_counter
export DESIGN_NICKNAME = up_counter
export VERILOG_FILES = /design/flow/design.v
export SDC_FILE = /design/flow/constraint.sdc
export NUM_CORES = 4
export LEC_CHECK = 1
export CORE_AREA = 10 10 73 73
export DIE_AREA = 0 0 83 83
==> flow/constraint.sdc <==
current_design up_counter

set clk_period 2.0
set clk_io_pct 0.2

create_clock -name clk0 -period $clk_period [get_ports {clk}]

set non_clock_inputs [all_inputs -no_clocks]
set_input_delay [expr $clk_period * $clk_io_pct] -clock clk0 $non_clock_inputs
set_output_delay [expr $clk_period * $clk_io_pct] -clock clk0 [all_outputs]
==> deck_impl_summary.md <==
Flow Results at a Glance

Setup path
  • FF-to-FF End: bin[10]$_DFFE_PP_
  • Worst path top cell family by delay: buffers and inverters
  • Slowest-stage cell, CP: clkdlybuf4s50_1
  • WS Path Type: reg2out
  • Startpoint Class: register
  • Worst R2R Start: bin[0]$_DFFE_PP_
  • Worst EP required: 1.60 ns
  • Buf+Inv Stages, Crit Path: 1
  • Reg2reg setup slack: 0.62 ns
  • WP depth: 1
  • Critical path endpoint category: output port
  • CP max stage delay: 0.53 ns
  • CP max FO: 6
  • Worst R2R Path Depth: 4
  • Cell Chain, Critical Path: clkdlybuf4s50_1
  • Worst Path Arrival: 1.25 ns

Final timing
  • Setup violators final: 0
  • Max Fclk: 606 MHz
  • Final worst slack: 0.351 ns
  • Total Neg Setup Slack: 0 ns
  • WHS: 0.625 ns
  • Final Hold Fails: 0
  • Fin Clk Skew: 0.00178 ns
  • Worst Max-Slew Pin Slew: 0.560 ns
  • Final Max Slew Viols: 0
  • Fin crit share: 82.5%
  • Tmin final: 1.65 ns
  • Relative slew slack: 62.5%
  • RSZ-0062 raised after global routing: no

Floorplan
  • Chip area: 6890 µm²
  • Die width: 83 µm
  • Site row count: 22
  • FP Core Util: 15.9%
  • Total core area: 3740 µm²
  • Die y size: 83 µm
  • Io pins: 15

Drt
  • DR vias/cell: 3.56
  • Met3 routed wirelength: 120 µm
  • Drt total wl: 1200 µm
  • Drc violations: 0
  • Antenna cells: 0
  • DRT Pass-1 Iters: 4
  • Wl on met1: 537 µm
  • DRT iter0 DRCs: 26
  • Met2 wire length: 538 µm
  • Top routing layer in use: met3
  • Vias: 385
  • Drt wl/cell: 11.1 µm
  • Number of routed nets with antenna violations: 0

Layout
  • FILL cells: 411
  • Final instance area: 841 µm²
  • Area growth syn-to-layout: 41.2%
  • Logic area: 204 µm²
  • Most numerous logic cell after layout: clkdlybuf4s50_1
  • Fraction of layout cells with a size suffix above 1: 10.0%
  • Non-Filler Instances: 108
  • Sequential cell area: 380 µm²
  • Fin util: 22.5%
  • Top cells excl fill/tap: clkdlybuf4s50_1, edfxtp_1, xor2_1

Clocking
  • Clock-pin slew on the worst setup and hold paths: 0.05 ns
  • CTS HTree Levels: 1
  • Clock buffer count from CTS: 3
  • Post-CTS resize count: 0
  • Clock Latency Late Sink: 0.23 ns
  • TritonCTS Sinks: 13
  • # Post-CTS Setup Buffers: 0
  • CTS Root Cell: clkbuf_8
  • CTS tree: built
  • CTS Hold Buffers Added: 0
  • Clock buffer depth: 2

Min path
  • Worst Hold Path Cells: 1
  • Endpoint, Worst Hold: bin[11]$_DFFE_PP_
  • Worst hold path class: reg2reg
  • Hold path start: bin[11]$_DFFE_PP_

GRT
  • Vias in the first global route: 399
  • Initial antenna violation count: 0
  • Gr usage total: 3.53%
  • Global-route wire length before repair: 2010 µm
  • Maximum number of pins on one net before global-route repair: 14
  • Grt ovf: 0

Synth
  • Mux share: 0%
  • Mapped Cells: 42
  • Top cells, area: edfxtp_1, xor2_1, xnor2_1, nand4_4, dfxtp_1
  • Yosys cell types: 13
  • Mean area per synthesized cell: 14.2 µm²
  • Area of the mapped netlist: 596 µm²
  • Sequential area share after synthesis: 63.9%
  • Post-synth top area share: 60.5%
  • Post-synth top area cell: edfxtp_1
  • Yosys Chip Area: 596 µm²
  • Adder Area Share: 2.10%
  • Synth Register Bits: 13
  • Compound Share, Synth: 0%
  • AND/OR/NAND/NOR Cells, Area Fraction: 17.4%
  • Yosys warning total: 1
  • Ys cells: 42
  • Top logic family: simple AND/OR/NAND/NOR gates
  • Xor and xnor area share after synthesis: 14.7%

Power and ir drop
  • Pwr per Cell Area: 777 nW/µm²
  • Worst IR drop on VDD: 0.521 mV
  • Tot Pwr: 0.653 mW
  • Leak: 0.286 nW

Placed design
  • Dpl cells: 104
  • GPL Wtd Cong: 0.783
  • Place WS: 0.393 ns
  • Placed Area: 796 µm²
  • Dpl hpwl: 943 µm
  • IO Port Bufs: 14

Run status
  • Outcome: finished, final reports clean

Run
  • Max-cap violations: 0
  • Log Warnings: 25
[how the worst max path moves through the flow]
| stage | endpoint | from |
|---|---|---|
| 5_1_grt | bin_cnt[3] | bin[3]$_DFFE_PP_ |
| 4_1_cts | bin_cnt[3] | bin[3]$_DFFE_PP_ |
| 6_report | bin_cnt[3] | bin[3]$_DFFE_PP_ |
[synth_stat cells]
cell,count
dfxtp_1,1
edfxtp_1,12
ha_1,1
inv_1,3
nand2_1,3
nand3_1,3
nand3_4,1
nand4_4,1
nor2_1,3
nor3_1,3
nor4_2,1
xnor2_1,4
xor2_1,6
[per-layer routing]
| metal | global-route usage (%) | up-vias |
|---|---|---|
| li1 | - | 183 |
| met1 | 4.80 | 184 |
| met2 | 5.17 | 18 |
| met3 | 1.67 | 0 |
| met4 | 0.308 | 0 |
| met5 | 0 | - |
[power by group]
group          total, mW  internal (mW)  switching, mW
Sequential         0.356          0.326         0.0297
Combinational     0.0753         0.0501         0.0252
Clock              0.222          0.140         0.0817
Total              0.653          0.516          0.137
[flip-flops by register name (all words and copies together), names as in the netlist]
name	count
bin	12
rdy	1
[cell families after synthesis]
kind of cell | count (synthesis)
AND/OR/NAND/NOR | 15
flip-flops | 13
XOR/XNOR | 10
buffers and inverters | 3
adder cells (fa/ha/maj) | 1
[final cells by class]
class	count	share of cell area, %
Clock buffer	4	5.36
Inverter	3	1.34
Multi-Input combinational cell	26	24.3
Sequential cell	13	45.2
Tap cell	48	7.14
Timing Repair Buffer	14	16.7
Power is estimated from default activity; no workload was simulated.
